`design/flow/run.sh`:
```
#!/bin/bash
# OpenROAD 26Q1-2900-gdf79404cd8, Yosys 0.63+post, stock flow scripts
make -C /OpenROAD-flow-scripts/flow DESIGN_CONFIG=/design/flow/config.mk WORK_HOME=/design/flow/orfs finish
```
`design/flow/config.mk`:
```
export PLATFORM = sky130hd
export DESIGN_NAME = MUX4X1
export DESIGN_NICKNAME = MUX4X1
export VERILOG_FILES = /design/flow/design.v
export SDC_FILE = /design/flow/constraint.sdc
export NUM_CORES = 4
export LEC_CHECK = 1
export CORE_AREA = 10 10 71 71
export DIE_AREA = 0 0 81 81
```
`design/flow/constraint.sdc`:
```
current_design MUX4X1

set clk_period 1.1
set clk_io_pct 0.2

create_clock -name clk0 -period $clk_period

set non_clock_inputs [all_inputs -no_clocks]
set_input_delay [expr $clk_period * $clk_io_pct] -clock clk0 $non_clock_inputs
set_output_delay [expr $clk_period * $clk_io_pct] -clock clk0 [all_outputs]
```
`design/flow/design.v`:
```
`timescale 1ns / 1ps
module MUX4X1#(parameter data_in_width = 16)(
  input wire [data_in_width-1:0] d0, 
  input wire [data_in_width-1:0] d1,  
  input wire [data_in_width-1:0]d2,  
  input wire [data_in_width-1:0] d3,         
  input wire [1:0] sel,      
  output reg [data_in_width-1:0] mux4x1_out               
);
  always @(*) begin
    case (sel)
      2'b00: mux4x1_out = d0;       
      2'b01: mux4x1_out = d1;       
      2'b10: mux4x1_out = d2;       
      2'b11: mux4x1_out = d3;       
      default: mux4x1_out = 1'b0;     
    endcase
  end
endmodule
```
==> flow report <==
=================================================================================================
Met1 usage in global routing .......................................................      0.08460
Class of the tightest hold or removal check ........................................ primary input to primary output
Number of antenna violations at the first check in global routing ..................            0
Chip Area, Yosys ...................................................................    424.2 um2
Yosys warning count ................................................................            1
Number of distinct library cell variants in the gate-level netlist after synthesis .            5
Sequential share of the synthesized area ...........................................            0
Detailed Route WL ..................................................................     2.841 mm
Violation tally from detailed-route iteration zero .................................           17
Result of the run .................................................................. complete, but fails checks
Cell type with the largest total area after synthesis .............................. sky130_fd_sc_hd__mux4_2
Synthesized-area fraction occupied by xor and xnor cells ...........................            0
Most frequently placed logic cells in the final layout ............................. 63 x sky130_fd_sc_hd__dlygate4sd2_1, 16 x sky130_fd_sc_hd__mux4_2, 16 x sky130_fd_sc_hd__buf_2
Remaining antenna violation count ..................................................            0
Layout cell share with drive strength beyond 1 .....................................       0.3846
Diode insertion count for antenna repair ...........................................            0
Final worst-path cycle share .......................................................        1.171
IR Drop Worst-Case VDD .............................................................  0.0001142 V
Violated checks .................................................................... setup timing
Setup repair after global routing missed its margin ................................         true
Fin. Hold Viols ....................................................................            0
Worst-path maximum fanout ..........................................................            5
FP Core Util .......................................................................       0.1167
Largest cells by area after synthesis .............................................. sky130_fd_sc_hd__mux4_2 53%, sky130_fd_sc_hd__mux4_1 37%, sky130_fd_sc_hd__buf_12 4.7%, sky130_fd_sc_hd__buf_6 2.7%, sky130_fd_sc_hd__buf_2 2.4%
# DRC ..............................................................................            0
Number of vias per cell ............................................................        4.092
Area of the mapped netlist .........................................................    424.2 um2
Final-report setup violation count .................................................           16
Final slew viol count ..............................................................            0
Actual slew at the worst max-slew pin ..............................................     98.22 ps
Tot Pwr ............................................................................    0.3850 mW
Relative slew margins ..............................................................       0.9345
Adders+Majority by Area ............................................................            0
GRT Max-Usage Layer ................................................................         met2
Routed via count ...................................................................          622
Vias in the first global route .....................................................          769
Net Switching ......................................................................   0.09887 mW
Met3 global-route usage ............................................................      0.05902
Required time of the critical path .................................................       880 ps
1st-pass router iterations .........................................................            4
FF+latch count .....................................................................            0
Area taken by flip-flops and latches ...............................................        0 um2
Share of power burned in registers .................................................            0
Filler Cell Count ..................................................................          410
Internal power consumption .........................................................    0.2861 mW
Synth Area in Compound Gates .......................................................            0
Max Fclk ...........................................................................   0.7766 GHz
Remaining global-route overflow ....................................................            0
Power Dens Cells ................................................................... 323.9 nW/um2
# clk buffers ......................................................................            0
Post-Synthesis Mean Instance Area ..................................................    21.21 um2
Met2 GRT Util ......................................................................       0.1417
Count of tool warnings .............................................................           35
Port Buf Inserts ...................................................................           82
Data arrival, critical path ........................................................      1070 ps
Area share of the leading cell type in the synthesized netlist .....................       0.5310
Leakage power summed over all cells ................................................    0.5640 nW
Signed area change from the synthesized netlist to the final layout ................       180.2%
Comb pwr share .....................................................................        1.000
Die Ht .............................................................................        81 um
Total cells reported by yosys after synthesis ......................................           20
Overall fraction of global-route tracks in use .....................................      0.08202
Die extent in x ....................................................................        81 um
Gate count of the mapped netlist ...................................................           20
Setup ws final .....................................................................    -187.7 ps
Post-CTS Hold Buffers ..............................................................            0
Endpoint type of the worst setup path .............................................. primary output
Yosys simple share .................................................................            0
Largest net degree at the start of global routing ..................................           11
Total number of placement rows .....................................................           22
Fraction of synthesized area in multiplexers .......................................       0.9027
RePlAce Congestion .................................................................       0.7968
Clock network fraction of design power .............................................            0
Global-route wire length before repair .............................................     4.105 mm
Post-Route Hold Slack ..............................................................     929.8 ps
Startpoint kind of the worst setup timing path ..................................... primary input
Number of post-CTS setup repair buffers ............................................            0
Drt wl/cell ........................................................................     18.69 um
Top logic cell by instance count in the layout ..................................... sky130_fd_sc_hd__dlygate4sd2_1
Core area ..........................................................................     3633 um2
Shortest clock period the worst path allows after layout ...........................      1288 ps
Die Size ...........................................................................     6561 um2
Max-cap violations .................................................................            0
Ports placed on the boundary .......................................................           82
Path type of the worst setup path .................................................. primary input to primary output
Switching power share of the total .................................................       0.2568
Dominant comb cell ................................................................. multiplexers
=================================================================================================
cells by family after synthesis:
kind of cell and after synthesis:
buf+inv 4, mux 16
through the flow:
stage                     std cells  utilization  setup TNS (ps)  area (um2)  worst slack (ps)
after floorplan                  20            -          -280.1       432.9            -28.01
after global placement          151       0.3650          -16190        1326             -1032
after detailed placement        151       0.3650          -16440        1326             -1061
after CTS                       152       0.3261           -2889        1185            -198.4
after global routing            152       0.3271           -3187        1189            -219.2
final                           152       0.3271           -2686        1189            -187.7
area by class of cell:
type                            instances  area [um2]  area share
Multi-Input combinational cell         16       360.3      0.3032
Timing Repair Buffer                   88       768.2      0.6463
Tap cell                               48       60.06     0.05053
synthesized netlist by cell type:
| library cell | instances |
|---|---|
| sky130_fd_sc_hd__buf_12 | 1 |
| sky130_fd_sc_hd__buf_2 | 2 |
| sky130_fd_sc_hd__buf_6 | 1 |
| sky130_fd_sc_hd__mux4_1 | 6 |
| sky130_fd_sc_hd__mux4_2 | 10 |
power groups by stage:
stage / Sequential [mW] / Clock (mW) / Combinational [mW]
4_1_cts: 0 / 0 / 0.392
5_1_grt: 0 / 0 / 0.420
6_report: 0 / 0 / 0.385
path summary, 6_finish.rpt:
path              startpoint              to  slack, ps  cells after the start
hold / removal        d3[14]  mux4x1_out[14]        930                      3
setup / recovery      sel[0]  mux4x1_out[10]       -190                      4
worst max-delay path, stage by stage:
cell and delay (ps):
sky130_fd_sc_hd__buf_12 100, sky130_fd_sc_hd__buf_12 120, sky130_fd_sc_hd__mux4_2 490, sky130_fd_sc_hd__buf_2 130
per-layer routing:
| layer | up-vias | wire, um |
|---|---|---|
| met3 | 0 | 582 |
| met2 | 68 | 1329 |
| li1 | 272 | - |
| met4 | 0 | 0 |
| met1 | 282 | 930 |
| met5 | - | 0 |
timing repair:
item	in CTS	in global routing
resized	130	4
pin swaps	0	0
endpoints found under the setup margin	16	16
cloned	1	0
No activity file was given, so power comes from the tool's default toggle rates.
