$ cat flow/design.v
`timescale 1ns / 1ps
module CONTROLLER #(parameter data_in_width = 16, N = 4)(
    input clk, rst,
    input start,  
    input in_1_eq_in_2, in_1_gt_in_2, in_1_lt_in_2, eoc_out,  
    output reg ld_a, ld_b, ld_i, ld_j, ld_k, ld_n_1, 
    output reg sel_m3, sel_m6, sel_m5, sel_m7, sel_m8,
    output reg [1:0] sel_m1, sel_m2, sel_m4,
    output reg [1:0] ALU_sel,
    output reg RW_MEM, mem_en,
    output reg MEM_WRITE_FLAG,
    output reg clear_eoc, preset_eoc,
    output reg done,  
    output reg[3:0] ps, ns
);
localparam s0 = 4'd0, s1 = 4'd1, s2 = 4'd2, s3 = 4'd3,
          s4 = 4'd4, s5 = 4'd5, s6 = 4'd6, s7 = 4'd7,
          s8 = 4'd8, s9 = 4'd9, s10 = 4'd10, s11 = 4'd11,
          s12 = 4'd12;
    always @(posedge clk or posedge rst) begin
        if (rst)
            ps <= s0;
        else
            ps <= ns;
    end
always@(*)begin
    case(ps)
        s0: begin
            ns = (start) ? s1 : s0;
        end
        s1: begin
            ns = s2;
        end
        s2: begin  
            ns = (in_1_gt_in_2) ? s3 : s12;
        end
        s3: begin
            ns = s4;
        end
        s4: begin
            ns = (in_1_gt_in_2) ? s5 : s11;
        end
        s5: begin
            ns = s6;
        end
        s6: begin
            ns = s7;
        end
        s7: begin
            ns= (in_1_gt_in_2)? s8 :s10;
        end
        s8: begin
            ns = s9;
        end
        s9: begin
            ns = s10;
        end
        s10: begin
            ns = s4;
        end
        s11: begin
            ns = s2;
        end
        s12: begin
            ns = (eoc_out==1)?s0:s12;
        end
        default: ns = s0;
        endcase
    end
    always @(*) begin
        ld_a = 0;
        ld_b = 0;
        ld_i = 0;
        ld_j = 0;
        ld_k = 0;
        ld_n_1 = 0;
        sel_m3 = 0;
        sel_m6 = 0;
        sel_m5 = 0;
        sel_m7 = 0;
        sel_m8 = 0;
        sel_m1 = 2'b00;
        sel_m2 = 2'b00;
        sel_m4 = 2'b00;
        ALU_sel = 2'b00;
        RW_MEM = 0;
        mem_en = 0;
        clear_eoc = 0;
        preset_eoc = 0;
        done = 0;
        MEM_WRITE_FLAG = 0;
        case (ps)
        s0: begin
                ld_a = 0;
                ld_b = 0;
                ld_i = 0;
                ld_j = 0;
                ld_k = 0;
                ld_n_1 = 0;
                sel_m3 = 0;
                sel_m6 = 0;
                sel_m5 = 0;
                sel_m7 = 1;
                sel_m8 = 1;
                sel_m1 = 2'b00;
                sel_m2 = 2'b11;
                sel_m4 = 2'b11;
                ALU_sel = 2'b00;
                RW_MEM = 1;
                mem_en = 1;
                clear_eoc = 0;
                preset_eoc = 0;
                done = 0;
                MEM_WRITE_FLAG = 1;
            end
        s1: begin
        ld_a = 0;
        ld_b = 0;
        ld_i = 0;
        ld_j = 1;
        ld_k = 1;
        ld_n_1 = 0;
        sel_m3 = 0;
        sel_m6 = 1;
        sel_m5 = 0;
        sel_m7 = 0;
        sel_m8 = 0;
        sel_m1 = 2'b00;
        sel_m2 = 2'b00;
        sel_m4 = 2'b11;
        ALU_sel = 2'b00;
        RW_MEM = 0;
        mem_en = 0;
        clear_eoc = 1;
        preset_eoc = 0;
        done = 0;
            end
            s2: begin
        ld_a = 0;
        ld_b = 0;
        ld_i = 0;
        ld_j = 0;
        ld_k = 0;
        ld_n_1 = 1;
        sel_m3 = 0;
        sel_m6 = 0;
        sel_m5 = 0;
        sel_m7 = 0;
        sel_m8 = 0;
        sel_m1 = 2'b01;
        sel_m2 = 2'b00;
        sel_m4 = 2'b11;
        ALU_sel = 2'b11;
        RW_MEM = 0;
        mem_en = 0;
        clear_eoc = 0;
        preset_eoc = 0;
        done = 0;
            end
            s3: begin
        ld_a = 0;
        ld_b = 0;
        ld_i = 1;
        ld_j = 0;
        ld_k = 0;
        ld_n_1 = 0;
        sel_m3 = 0;
        sel_m6 = 0;
        sel_m5 = 1;
        sel_m7 = 0;
        sel_m8 = 0;
        sel_m1 = 2'b00;
        sel_m2 = 2'b00;
        sel_m4 = 2'b00;
        ALU_sel = 2'b00;
        RW_MEM = 0;
        mem_en = 0;
        clear_eoc = 0;
        preset_eoc = 0;
        done = 0;
            end
            s4:
             begin      
        ld_a = 0;
        ld_b = 0;
        ld_i = 0;
        ld_j = 0;
        ld_k = 0;
        ld_n_1 = 0;
        sel_m3 = 0;
        sel_m6 = 0;
        sel_m5 = 0;
        sel_m7 = 0;
        sel_m8 = 0;
        sel_m1 = 2'b00;
        sel_m2 = 2'b00;
        sel_m4 = 2'b00;
        ALU_sel = 2'b11;
        RW_MEM = 0;
        mem_en = 0;
        clear_eoc = 0;
        preset_eoc = 0;
        done = 0;
            end
            s5: begin
        ld_a = 1;
        ld_b = 0;
        ld_i = 0;
        ld_j = 0;
        ld_k = 1;
        ld_n_1 = 0;
        sel_m3 = 0;
        sel_m6 = 0;
        sel_m5 = 0;
        sel_m7 = 0;
        sel_m8 = 0;
        sel_m1 = 2'b00;
        sel_m2 = 2'b10;
        sel_m4 = 2'b11;
        ALU_sel = 2'b00;
        RW_MEM = 0;
        mem_en = 1;
        clear_eoc = 0;
        preset_eoc = 0;
        done = 0;
            end
            s6: begin
        ld_a = 0;
        ld_b = 1;
        ld_i = 0;
        ld_j = 0;
        ld_k = 0;
        ld_n_1 = 0;
        sel_m3 = 0;
        sel_m6 = 0;
        sel_m5 = 0;
        sel_m7 = 0;
        sel_m8 = 0;
        sel_m1 = 2'b00;
        sel_m2 = 2'b00;
        sel_m4 = 2'b10;
        ALU_sel = 2'b00;
        RW_MEM = 0;
        mem_en = 1;
        clear_eoc = 0;
        preset_eoc = 0;
        done = 0;
            end
            s7: begin
        ld_a = 0;
        ld_b = 0;
        ld_i = 0;
        ld_j = 0;
        ld_k = 0;
        ld_n_1 = 0;
        sel_m3 = 0;
        sel_m6 = 0;
        sel_m5 = 0;
        sel_m7 = 0;
        sel_m8 = 0;
        sel_m1 = 2'b10;
        sel_m2 = 2'b01;
        sel_m4 = 2'b10;
        ALU_sel = 2'b11;
        RW_MEM = 0;
        mem_en = 0;
        clear_eoc = 0;
        preset_eoc = 0;
        done = 0;
            end
            s8: begin
        ld_a = 0;
        ld_b = 0;
        ld_i = 0;
        ld_j = 0;
        ld_k = 0;
        ld_n_1 = 0;
        sel_m3 = 1;
        sel_m6 = 0;
        sel_m5 = 0;
        sel_m7 = 0;
        sel_m8 = 0;
        sel_m1 = 2'b00;
        sel_m2 = 2'b00;
        sel_m4 = 2'b00;
        ALU_sel = 2'b00;
        RW_MEM = 1;
        mem_en = 1;
        clear_eoc = 0;
        preset_eoc = 0;
        done = 0;
            end
            s9: begin
        ld_a = 0;
        ld_b = 0;
        ld_i = 0;
        ld_j = 0;
        ld_k = 0;
        ld_n_1 = 0;
        sel_m3 = 0;
        sel_m6 = 0;
        sel_m5 = 0;
        sel_m7 = 0;
        sel_m8 = 0;
        sel_m1 = 2'b00;
        sel_m2 = 2'b00;
        sel_m4 = 2'b10;
        ALU_sel = 2'b00;
        RW_MEM = 1;
        mem_en = 1;
        clear_eoc = 0;
        preset_eoc = 0;
        done = 0;
            end
            s10: begin
        ld_a = 0;
        ld_b = 0;
        ld_i = 1;
        ld_j = 0;
        ld_k = 0;
        ld_n_1 = 0;
        sel_m3 = 0;
        sel_m6 = 0;
        sel_m5 = 1;
        sel_m7 = 0;
        sel_m8 = 0;
        sel_m1 = 2'b00;
        sel_m2 = 2'b10;
        sel_m4 = 2'b10;
        ALU_sel = 2'b00;
        RW_MEM = 0;
        mem_en = 0;
        clear_eoc = 0;
        preset_eoc = 0;
        done = 0;
            end
            s11: begin
        ld_a = 0;
        ld_b = 0;
        ld_i = 0;
        ld_j = 1;
        ld_k = 0;
        ld_n_1 = 0;
        sel_m3 = 0;
        sel_m6 = 1;
        sel_m5 = 0;
        sel_m7 = 0;
        sel_m8 = 0;
        sel_m1 = 2'b01;
        sel_m2 = 2'b10;
        sel_m4 = 2'b11;
        ALU_sel = 2'b00;
        RW_MEM = 0;
        mem_en = 0;
        clear_eoc = 0;
        preset_eoc = 0;
        done = 0;
            end
            s12: begin
        ld_a = 0;
        ld_b = 0;
        ld_i = 0;
        ld_j = 0;
        ld_k = 0;
        ld_n_1 = 0;
        sel_m3 = 0;
        sel_m6 = 0;
        sel_m5 = 0;
        sel_m7 = 0;
        sel_m8 = 0;
        sel_m1 = 2'b00;
        sel_m2 = 2'b00;
        sel_m4 = 2'b00;
        ALU_sel = 2'b00;
        RW_MEM = 0;
        mem_en = 1;
        clear_eoc = 0;
        preset_eoc = 1;
        done = 1;
            end
            default: begin
        ld_a = 0;
        ld_b = 0;
        ld_i = 0;
        ld_j = 0;
        ld_k = 0;
        ld_n_1 = 0;
        sel_m3 = 0;
        sel_m6 = 0;
        sel_m5 = 0;
        sel_m7 = 0;
        sel_m8 = 0;
        sel_m1 = 2'b00;
        sel_m2 = 2'b00;
        sel_m4 = 2'b00;
        ALU_sel = 2'b00;
        RW_MEM = 0;
        mem_en = 0;
        clear_eoc = 0;
        preset_eoc = 0;
        done = 0;
            end
     endcase
end
endmodule
$ cat flow/run.sh
#!/bin/bash
# OpenROAD 26Q1-2900-gdf79404cd8, Yosys 0.63+post, stock flow scripts
make -C /OpenROAD-flow-scripts/flow DESIGN_CONFIG=/design/flow/config.mk WORK_HOME=/design/flow/orfs finish
$ cat flow/config.mk
export PLATFORM = sky130hd
export DESIGN_NAME = CONTROLLER
export DESIGN_NICKNAME = CONTROLLER
export VERILOG_FILES = /design/flow/design.v
export SDC_FILE = /design/flow/constraint.sdc
export NUM_CORES = 4
export LEC_CHECK = 1
export CORE_AREA = 10 10 78 78
export DIE_AREA = 0 0 88 88
$ cat flow/constraint.sdc
current_design CONTROLLER

set clk_period 3.4
set clk_io_pct 0.2

create_clock -name clk0 -period $clk_period [get_ports {clk}]

set non_clock_inputs [all_inputs -no_clocks]
set_input_delay [expr $clk_period * $clk_io_pct] -clock clk0 $non_clock_inputs
set_output_delay [expr $clk_period * $clk_io_pct] -clock clk0 [all_outputs]
==> flow_summary.json <==
{
  "outcome": "finished clean",
  "die_y_um": 88,
  "post-route-util_pct": 23.8,
  "cts_setup_buffers": 0,
  "yosys-top-cells-count": "buf_4, nor2_1, ha_1, mux2i_1",
  "grt_pass1_vias": 610,
  "yosys.cell_types.count": 35,
  "rows": 24,
  "ys.flop_type": "dfrtp_1",
  "critical_path_class": "reg2out",
  "async_reset_ff_share_pct": 100,
  "ctsResizeCount": 0,
  "relSlewSlack_pct": 46.6,
  "cts_hold_buffers": 0,
  "hold_viol": 0,
  "clock_sinks": 4,
  "dr.pass1.iters": 3,
  "arrival_ps": 2290,
  "grt_antenna_before_repair": 0,
  "syn_avg_cell_area_um2": 8.25,
  "wl_per_cell_um": 13.0,
  "largest_register_ffs": 4,
  "cp_max_fo": 14,
  "cts_tree": "built",
  "cts.path.max_buffers": 2,
  "fin_skew_ps": 0.875,
  "clkLatencyLatePin_ps": 220,
  "warning_count": 31,
  "cts_buffers": 3,
  "placed_area_um2": 1010,
  "worstMarginPinSlew_ps": 801,
  "yosysWarnings": 1,
  "drive_gt1_share_pct": 13.6,
  "grt_pass1_wl_mm": 3.18,
  "grt.total_usage_pct": 4.96,
  "ys_sh_simple_pct": 26.6,
  "period_used_pct": 87.4,
  "top_logic_kind": "simple AND/OR/NAND/NOR gates",
  "top_area_cell": "dfrtp_1",
  "vias": 644,
  "routed_wl_mm": 2.10,
  "power_density_nw_per_um2": 1030,
  "netlist_area_um2": 677,
  "chipArea_um2": 7740,
  "coreArea_um2": 4410,
  "grt_max_degree": 25,
  "hold_path_class": "in2async",
  "avgViaCountPerCell": 3.98,
  "fp_util_pct": 15.3,
  "drtIter0Drc": 27,
  "power_mw": 1.09,
  "synth_seq_share_pct": 14.8,
  "fin_hold_ws_ps": 649,
  "drc": 0,
  "ir_drop_mv": 0.190,
  "setup_viol": 0,
  "postLayoutCellArea_um2": 1050,
  "fp.dieW_um": 88,
  "insertedDiodeCount": 0,
  "io_buffers": 37,
  "synth_stat.cells": 82,
  "clockRootBuffer": "clkbuf_8",
  "ys_sh_aoi_pct": 22.0,
  "synth_flops": 4,
  "area_growth_pct": 55.5,
  "top_regs": "ps (4)",
  "xor_share_pct": 0,
  "edf_count": 0,
  "syn-instance-count": 82,
  "period_needed_ps": 2970,
  "yosysTopAreaCellShare_pct": 14.8,
  "start_kind": "register",
  "cp-end-kind": "output port",
  "ys_area_um2": 677,
  "mux_share_pct": 9.06,
  "synth.area.top_cells": "dfrtp_1, buf_4, ha_1, mux2i_1, buf_6",
  "fa_ha_area_share_pct": 9.24,
  "required_ps": 2720,
  "timing.fmax_ghz": 0.337,
  "overflow": 0,
  "final-max-slew-violation-count": 0,
  "top_register": "ps",
  "p_leak_nw": 0.426,
  "max-cap-violations": 0,
  "h-tree-depth": 1,
  "clk_pin_slew_ps": 30,
  "dp_hpwl_mm": 1.64,
  "routabilityCongestion": 0.792,
  "synthMostInstantiatedCell": "buf_4",
  "rsz0062_at_grt": "false",
  "setup_tns_ps": 0,
  "antenna_left": 0,
  "ios": 40
}
-- logic make-up after synthesis --
logic type | Yosys count
compound gates | 21
fa+ha+maj | 5
buf+inv | 17
flops | 4
mux | 6
simple gates | 29
-- stage by stage --
step,setup slack (ps),instances
3_5_place_dp,431,159
2_1_floorplan,1480,82
6_report,430,162
3_3_place_gp,415,159
5_1_grt,221,162
4_1_cts,395,162
-- final timing paths --
path | start | cells past startpoint | end | slack [ps]
max | ps[1]$_DFF_PP0_ | 6 | ns[0] | 430
min | rst | 2 | ps[2]$_DFF_PP0_ | 650
max reg2reg | ps[1]$_DFF_PP0_ | 5 | ps[0]$_DFF_PP0_ | 1670
min reg2reg | ps[2]$_DFF_PP0_ | 1 | ps[0]$_DFF_PP0_ | 930
max in group asynchronous | rst | 2 | ps[0]$_DFF_PP0_ | 2610
min in group clk0 | ps[2]$_DFF_PP0_ | 1 | ps[0]$_DFF_PP0_ | 930
-- metal layers --
metal	up-vias	part of all wire [%]	routed length, um	track usage (%)
met5	-	0	0	0
met4	0	0.57	12	0.725
met3	2	12	246	2.06
met2	22	47	984	8.66
met1	290	41	858	5.60
li1	330	-	-	-
-- critical path, stage by stage (launching register included) --
cell             delay [ps]
dfrtp_1                 440
inv_1                   160
ha_1                    460
o21a_1                  190
a221oi_1                 50
o22ai_1                 260
clkdlybuf4s50_1         520
-- power by group --
part	switching [mW]	total [mW]	internal (mW)
Clock	0.0234	0.0988	0.0754
Sequential	0.0801	0.152	0.0717
Combinational	0.283	0.835	0.552
Total	0.386	1.09	0.700
-- cell usage in the layout, fill, tap and decap left out, types with 2 or more instances in the layout --
cell type / n
inv_1: 4
a21oi_1: 4
o21ai_1: 2
o21ai_0: 4
mux2i_1: 5
nand2b_1: 2
ha_1: 5
o21a_1: 2
nor2b_1: 2
and2_2: 2
o22ai_1: 2
and2_1: 2
clkbuf_8: 3
dfrtp_1: 4
nor2_1: 7
clkdlybuf4s50_1: 37
nand2_1: 4
-- final cells by class --
type	count	area, um2
tap	52	65.1
multi-input combinational	61	453
inverter	4	15.0
fill	471	3360
timing repair buffer	38	378
sequential	4	100
clock buffer	3	41.3
Power figures rest on the tool's default switching activity, not on a simulated workload.
