File: flow/run.sh
#!/bin/bash
# OpenROAD 26Q1-2900-gdf79404cd8, Yosys 0.63+post, stock flow scripts
make -C /OpenROAD-flow-scripts/flow DESIGN_CONFIG=/design/flow/config.mk WORK_HOME=/design/flow/orfs finish
File: flow/config.mk
export PLATFORM = sky130hd
export DESIGN_NAME = ALU
export DESIGN_NICKNAME = ALU
export VERILOG_FILES = /design/flow/design.v
export SDC_FILE = /design/flow/constraint.sdc
export NUM_CORES = 4
export LEC_CHECK = 1
export CORE_AREA = 10 10 98 98
export DIE_AREA = 0 0 108 108
File: flow/constraint.sdc
current_design ALU

set clk_period 6.9
set clk_io_pct 0.2

create_clock -name clk0 -period $clk_period

set non_clock_inputs [all_inputs -no_clocks]
set_input_delay [expr $clk_period * $clk_io_pct] -clock clk0 $non_clock_inputs
set_output_delay [expr $clk_period * $clk_io_pct] -clock clk0 [all_outputs]
File: flow/design.v
module ALU #(parameter data_in_width = 16)(
    input [data_in_width-1:0] in_1, in_2,
    input [1:0] ALU_sel,
    output reg [data_in_width-1:0] ALU_out,
    output reg in_1_lt_in_2, in_1_eq_in_2, in_1_gt_in_2
);
    localparam ADD = 2'b00,
               SUB = 2'b01,
               ADD_1 = 2'b10,
               COMPARE = 2'b11;
    always @(*) begin
        ALU_out = 'b0;
        in_1_lt_in_2 = 'b0;
        in_1_eq_in_2 = 'b0;
        in_1_gt_in_2 = 'b0;
        case (ALU_sel)
            ADD: 
                ALU_out = in_1 + in_2;
            SUB: 
                ALU_out = in_1 - in_2;
            ADD_1: 
                ALU_out = in_1 + 1;
            COMPARE: begin
                if (in_1 > in_2) begin
                    in_1_gt_in_2 = 'b1;
                    ALU_out = 'b0;
                    end
                else if (in_1 < in_2) begin
                    in_1_lt_in_2 = 'b1;
                    ALU_out = 'b0;
                    end
                else 
                    begin
                    in_1_eq_in_2 = 'b1;
                    ALU_out = 'b0;
                    end
            end
            default: 
                ALU_out = 'b0;  
        endcase
    end
endmodule
==> impl_summary.log <==
[flow] final metrics
[metrics] maximum fanout along the worst path: 15
[metrics] Max VDD drop: 0.0397 mV
[metrics] total overflow reported by the global router: 0
[metrics] mean number of vias per cell: 5.05
[metrics] most frequent logic cells in the routed design: 53 x clkdlybuf4s50_1, 31 x ha_1, 28 x a21oi_1
[metrics] height of the die: approximately 110 µm
[metrics] pin count of the biggest net entering global routing: 25
[metrics] total number of warnings across the stage logs: 32
[metrics] post-layout utilization of the core: 0.324
[metrics] vias post-DR: ~2100
[metrics] per-cell routed wire length: between 10 and 15 µm
[metrics] count of port buffers added during placement: 53
[metrics] Overall Global Routing Usage: 0.103
[metrics] max_cap viols: 0
[metrics] Worst Setup Start Kind: primary input
[metrics] Max Fclk: approximately 160 MHz
[metrics] yosys cell count: 262
[metrics] largest area contributor in the netlist: ha_1
[metrics] buffers and inverters on the worst path: 2
[metrics] number of I/O pins: about 53
[metrics] wire length of the first global-routing pass: about 10 mm
[metrics] count of clock-net buffers in the final layout: 0
[metrics] Final Slew Violations: 0
[metrics] fraction of layout cells with a size suffix above 1: 0.0161
[metrics] areal power density over the cells: between 90 and 100 mW/mm²
[metrics] FFs & Latches: 0
[metrics] Post-Synthesis Cell Area: around 0.0018 mm²
[metrics] type of the setup path with the least slack: primary input to output pin
[metrics] unrepaired setup endpoints after global routing: false
[metrics] status: finished clean
[metrics] category of the worst setup path capture point: output pin
[metrics] synthesized instance count: 262
[metrics] area added between synthesis and finish: 35.0%
[metrics] standard cell with the maximum stage delay on the critical path: clkdlybuf4s50_1
[metrics] post-route clock period utilization: 0.896
[metrics] Mean Syn Cell Area: approximately 7 µm²
[metrics] 1st-iter DRT viols: around 96
[metrics] post-detailed-route DRC marker count: 0
[metrics] cell family with the largest share of critical-path delay: buffers and inverters
[metrics] Final TNS setup: 0 ns
[metrics] commonest non-fill, non-tap cell in the layout: clkdlybuf4s50_1
[metrics] Slew @ Worst Pin: around 0.7 ns
[metrics] cells taking the most area after synthesis: ha_1 21%, a21oi_1 7.6%, and2_1 4.8%
[metrics] minimum clock period: a little over 6 ns
[metrics] Max stage delay on crit path: around 0.6 ns
[metrics] Clk network pwr share: 0
[metrics] number of global-route vias before repair: about 2000
[metrics] internal cell power: approximately 120 µW
[metrics] row count: 32
[metrics] post-route ant nets: 0
[metrics] cells resized by post-CTS repair: 0
[metrics] number of hold-repair buffers added at the cts stage: 0
[metrics] Top cell by count, worst path: clkdlybuf4s50_1
[metrics] Switching Share: 0.477
[metrics] Post-DP HPWL: roughly 5.2 mm
[metrics] area share, top type: 0.211
[metrics] CP Data Arrival Time: 4.80 ns
[metrics] WL final: slightly above 6 mm
[metrics] first-pass iteration count of the detailed router: 4
[metrics] class of the tightest hold or removal check: primary input to output pin
[metrics] Setup Buffers After CTS: 0
[metrics] antenna diode count: 0
[metrics] Reg area: 0 µm²
[metrics] RD Place Congestion: approximately 0.9
[metrics] number of hold violations in the final report: 0
[metrics] Rel. slew slack: 0.533
[metrics] DIE AREA: between 0.01 and 0.015 mm²
[metrics] cell chain of the critical path: clkdlybuf4s50_1 -> nand2b_1 -> and2_1 -> ha_1 -> a211oi_1 -> o211ai_1 -> a41oi_1 -> a21oi_1 -> xnor2_1 -> o32ai_1 -> clkdlybuf4s50_1
[metrics] sequential power share: 0
[metrics] sequential share of the synthesized area: 0
[metrics] final setup violating endpoints: 0
[metrics] core area: around 0.0076 mm²
[metrics] Gate power share: 1.000
[metrics] warnings from Yosys: 1
[metrics] FP Util: 0.240
[metrics] chip area from the yosys synthesis statistics: between 0.0015 and 0.002 mm²
[metrics] horizontal die size: roughly 110 µm
[metrics] static leakage: between 0.001 and 0.0015 µW
[metrics] library cells used by synthesis: around 46
[metrics] endpoint required time on the critical path: ~5.5 ns
[metrics] Switching Power: between 100 and 150 µW
[metrics] initial antenna violation count: 0
[stage by stage]
| stage | power, µW | std cells | setup slack [ns] | instance area [µm²] | hold slack, ns |
|---|---|---|---|---|---|
| finish | 233 | 412 | 0.717 | 2480 | 3.88 |
| detailed placement | 233 | 412 | 0.698 | 2480 | 3.89 |
| global placement | 234 | 412 | 0.734 | 2480 | 3.88 |
| global route | 260 | 412 | 0.441 | 2480 | 3.92 |
| floorplan | 141 | 262 | 2.23 | 1840 | 2.85 |
| CTS | 235 | 412 | 0.693 | 2480 | 3.90 |
[power by group through the flow]
stage,sequential [µW],clock (µW),combinational (µW)
CTS,0,0,235
global route,0,0,260
finish,0,0,233
[per-layer routing]
layer,global-route usage,share of wire
met1,0.151,0.48
met2,0.164,0.45
met3,0.0145,0.064
met4,0.00573,0.0065
met5,0,0
[area by class of cell]
cell class                 count  area, µm²
timing repair buffer          54        538
inverter                      21       78.8
tap                          102        128
multi-input combinational    235       1740
fill                         823       5170
[synth_stat cells (2+ instances only)]
library cell and instances:
ha_1 31, or2_2 2, o22ai_1 8, nand4_1 2, a211oi_1 4, nand2_1 15
nand3_1 3, o211ai_1 7, inv_1 21, a31oi_1 2, nor2b_1 5, o21ai_0 10
o21ai_1 2, a31o_1 2, and3_1 5, a2111oi_0 2, o32ai_1 5, clkbuf_1 6
nand2b_1 10, o21a_1 7, nor3_1 5, and2_1 14, or3_1 2, fa_1 2
o31ai_1 3, a21o_1 11, xnor2_1 10, a21oi_1 28, xor2_1 10, nor2_1 12
[worst paths after layout]
path	startpoint	end	slack [ns]	cells after the start
worst min-delay path	ALU_sel[1]	in_1_gt_in_2	3.88	4
worst max-delay path	ALU_sel[1]	ALU_out[13]	0.72	11
[logic make-up (layout without fill, tap and decap cells)]
group	Yosys count	count (layout)	synth area share
AOI/OAI and AO/OA	102	102	0.381
adders and majority gates	33	33	0.233
buffers and inverters	27	75	0.0551
and+or+nand+nor	79	79	0.230
muxes	1	1	0.00545
xor gates and xnor gates	20	20	0.0953
[worst min-delay path, cell delays in order]
cell and delay, ns:
clkdlybuf4s50_1 0.53, nand2_1 0.13, nor3b_1 0.05, clkdlybuf4s50_1 0.41
Power figures rest on the tool's default switching activity, not on a simulated workload.
